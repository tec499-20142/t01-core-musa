`/design/flow/design.v`:
```
module sp_ram_with_init
#(parameter DATA_WIDTH=8, parameter ADDR_WIDTH=6)
(
	input [(DATA_WIDTH-1):0] data,
	input [(ADDR_WIDTH-1):0] addr,
	input we, clk,
	output [(DATA_WIDTH-1):0] q
);
	reg [DATA_WIDTH-1:0] ram[2**ADDR_WIDTH-1:0];
	reg [ADDR_WIDTH-1:0] addr_reg;
	initial 
	begin : INIT
		integer i;
		for(i = 0; i < 2**ADDR_WIDTH; i = i + 1)
			if(i%2)
				ram[i] = {DATA_WIDTH{1'b1}};
			else
				ram[i] = {DATA_WIDTH{1'b0}};
	end 
	always @ (posedge clk)
	begin
		if (we)
			ram[addr] <= data;
		addr_reg <= addr;
	end
	assign q = ram[addr_reg];
endmodule
```
`/design/flow/run.sh`:
```
#!/bin/bash
# OpenROAD 26Q1-2900-gdf79404cd8, Yosys 0.63+post, stock flow scripts
make -C /OpenROAD-flow-scripts/flow DESIGN_CONFIG=/design/flow/config.mk WORK_HOME=/design/flow/orfs finish
```
`/design/flow/config.mk`:
```
export PLATFORM = sky130hd
export DESIGN_NAME = sp_ram_with_init
export DESIGN_NICKNAME = sp_ram_with_init
export VERILOG_FILES = /design/flow/design.v
export SDC_FILE = /design/flow/constraint.sdc
export NUM_CORES = 4
export LEC_CHECK = 1
export CORE_UTILIZATION = 50
```
`/design/flow/constraint.sdc`:
```
current_design sp_ram_with_init

set clk_period 10.0
set clk_io_pct 0.2

create_clock -name clk0 -period $clk_period [get_ports {clk}]

set non_clock_inputs [all_inputs -no_clocks]
set_input_delay [expr $clk_period * $clk_io_pct] -clock clk0 $non_clock_inputs
set_output_delay [expr $clk_period * $clk_io_pct] -clock clk0 [all_outputs]
```
==> deck_impl_summary.md <==
Run Summary

Logic synthesis
  – Synth Area per Inst: 21.5 sq um
  – Top cells by area: edfxtp_1 (76%), mux4_2 (14%), nor2_1 (1.5%)
  – Synth area leader: edfxtp_1
  – Synth async-reset ratio: 0%
  – Xor+xnor area frac: 0%
  – Proportion of synthesized chip area in sequential cells: 77.0%
  – Cell Area, Synth: between 20000 and 25000 sq um
  – Synthesized instance count: between 900 and 1000
  – Mux frac, synth: 16.0%
  – Adder share: 0%
  – Synth warn: 1
  – Largest type area fraction: 76.4%
  – Yosys chip area: 20100 sq um
  – Number of enable flip-flop cells: 512
  – Registers, synthesis: ~520
  – Dominant register cell: edfxtp_1
  – Top non-seq family: multiplexers
  – Compound Share, Synth: 2.08%
  – # Cells Yosys: about 940
  – Simple-Gate Fraction of Synth Area: 3.39%
  – Synth cell types: 40

Pwr
  – Switching share of total power: 20.4%
  – Share of power burned in the clock network: 41.1%
  – Leakage: 7.01 nW
  – Pint: ~0.0036 W
  – Peak VDD IR: approximately 0.15 mV
  – Comb pwr share: under 10%
  – Net Sw Power: 0.000911 W
  – Pwr dens: 198 nW/um^2
  – Reg power frac: 54.2%

CTS
  – CTS tree: yes
  – Post-CTS setup buffers: 0
  – Inserted Clock Buffers: 51
  – Clock buffer depth: 3
  – Number of gates resized after CTS: 0
  – CTS H-tree depth: 2
  – Clock sink total: ~520
  – CTS clk-pin slew, worst paths: 0.06 ns
  – Hold-fix buffers at CTS: 0
  – Clk root buf: clkbuf_16

GRT
  – GR Layer Usage met3: 17.3%
  – GR Util met1: 38.7%
  – Largest net degree at the start of global routing: ~65
  – Busiest layer in global routing: met1
  – Gr ovfl total: 0
  – Initial antenna violation count: 0
  – First-pass GRT wire length: about 66000 microns
  – GR Util met2: roughly a third
  – Total GRT Usage: 25.2%
  – Vias in the first global route: just over 10000

Setup path
  – CP peak stage delay: 0.72 ns
  – CP max-delay cell: dfxtp_4
  – CP Buf/Inv Count: 3
  – CP Max Fanout: 31
  – Path type of the worst setup path: reg2out
  – Worst Path Required: 8.00 ns
  – CP arrival: 4.10 ns
  – Crit start category: register
  – CP Capture Type: primary output
  – Critical Path Most Common Cell: buf_4
  – Largest delay share family, worst path: buffers and inverters
  – Crit-path cells: buf_4, mux4_2, nor2_1, nor4_1, buf_4, nor3_1, o32ai_1, clkdlybuf4s50_1

Run
  – Max Cap Viol: 0
  – Tool warning count: 25

Placed design
  – IO Port Bufs: 23
  – Gp weighted congestion: 0.841
  – HPWL Detailed: 25400 microns

Finish
  – P&R area growth vs syn: 12.1%
  – Top reg by flops: ram
  – Largest register FFs: 512
  – Flop area: about 16000 sq um
  – Ratio of cells with drive above 1 in the final layout: between 20% and 30%
  – Largest regs: ram (512)
  – Logic area: ~4300 sq um
  – Fill count: 2900

Route
  – Initial drt markers: about 500
  – Final ANT Viol Nets: 0
  – Vias per Instance: between 5 and 6
  – Pre-antenna DRT Iters: 5
  – Post-Route WL: between 40000 and 50000 microns
  – Total number of vias: 9397
  – Drc violations: 0
  – ANT cells: 0
  – Routed len/inst: 27.8 microns

Run status
  – Status: finished, final reports clean

Floorplan
  – Die Footprint: 41100 sq um
  – Rows: 73
  – Fp_density: 50.7%
  – Core area: approximately 40000 sq um
  – Die W: just over 200 microns
  – Height of the die: 203 microns
  – I/O pin cnt: 24

Final timing
  – Final-report hold violation count: 0
  – Fin crit period: 6.10 ns
  – Tcrit/Tclk final: between 60% and 70%
  – Setup Viol. Count Final: 0
  – Hold WS: 2.09 ns
  – Unrepaired setup endpoints after global routing: no
  – Max-slew violations: 0
  – Peak Freq: 0.164 GHz
  – Worst Tran Pin Value: 0.997 ns
  – Fin Setup TNS: 0 ns
  – Rel. slew slack: ~33%

Hold path
  – Hold crit path type: in2reg
[cell usage after synthesis, types with 6 or more instances]
cell type,instances
o22ai_1,8
mux4_2,126
nor2_1,83
buf_4,13
nand2b_1,7
a221oi_1,6
dfxtp_1,6
o221ai_1,8
nor3_1,7
nand2_1,19
nor2b_1,14
clkbuf_1,17
mux2_2,13
buf_2,11
mux2i_1,23
edfxtp_1,512
nand3_1,13
[final cells by class]
type,count,share of cell area [%]
flip-flops and latches,518,68.7
multi-input cells,369,19.1
clock buffers,63,6.04
well taps,525,2.91
repair buffers,63,2.17
clock inverters,29,1.04
[placed cells by master (no fill, tap or decap), types with 14 or more instances in the layout]
cell	count
clkbuf_16	53
mux2i_1	23
nand2_1	19
mux4_2	126
nor2_1	83
buf_4	40
nor2b_1	14
clkdlybuf4s50_1	15
edfxtp_1	512
[worst paths after layout]
path,startpoint,endpoint,slack (ns),cells past startpoint
setup / recovery,register,q[4],3.90,8
hold / removal,data[7],ram[39][7]$_DFFE_PP_,2.09,2
[layer usage]
layer / wire (microns) / vias up
met5: 91 / -
met4: 1100 / 2
met3: 7050 / 75
met2: 19700 / 532
met1: 15700 / 4738
li1: - / 4050
[kinds of logic (layout without fill, tap and decap cells)]
group | Yosys count | count (layout)
buffers and inverters | 51 | 155
flip-flops | 518 | 518
multiplexers | 162 | 162
AND-OR/OR-AND | 54 | 54
AND/OR/NAND/NOR | 153 | 153
[power groups by stage]
stage	Combinational (W)	Clock (W)	Sequential, W
after CTS	0.000212	0.00188	0.00242
after global routing	0.000228	0.00196	0.00242
final	0.000209	0.00184	0.00242
[through the flow]
stage	setup WS, ns	utilization (%)	std cells	total power [W]	cell area, sq um
after global placement	4.50	52.8	1475	0.00267	21000
after detailed placement	4.47	52.8	1475	0.00268	21000
after CTS	3.83	56.8	1567	0.00451	22600
after global routing	3.54	56.8	1567	0.00460	22600
final	3.90	56.8	1567	0.00446	22600
after floorplan	6.16	-	938	0.00258	20100
Power and IR drop assume default switching activity.
