**design.v**
```verilog
module Mux_Stage_five(
	Mem_To_Reg,
	Read_Data,
	Alu_Result,
	Write_Data);
input Mem_To_Reg;
input [31 : 0] Read_Data;
input [31 : 0] Alu_Result;
output [31 : 0] Write_Data;
always @(*) begin 
	if(Mem_To_Reg) begin
		Write_Data = Read_Data;
	end else begin
		Write_Data = Alu_Result;
	end
end
endmodule
```
**config.mk**
```make
export PLATFORM = sky130hd
export DESIGN_NAME = Mux_Stage_five
export DESIGN_NICKNAME = Mux_Stage_five
export VERILOG_FILES = /design/flow/design.v
export SDC_FILE = /design/flow/constraint.sdc
export NUM_CORES = 4
export LEC_CHECK = 1
export CORE_AREA = 10 10 70 70
export DIE_AREA = 0 0 80 80
```
**constraint.sdc**
```tcl
current_design Mux_Stage_five

set clk_period 1.0
set clk_io_pct 0.2

create_clock -name clk0 -period $clk_period

set non_clock_inputs [all_inputs -no_clocks]
set_input_delay [expr $clk_period * $clk_io_pct] -clock clk0 $non_clock_inputs
set_output_delay [expr $clk_period * $clk_io_pct] -clock clk0 [all_outputs]
```
**run.sh**
```bash
#!/bin/bash
# OpenROAD 26Q1-2900-gdf79404cd8, Yosys 0.63+post, stock flow scripts
make -C /OpenROAD-flow-scripts/flow DESIGN_CONFIG=/design/flow/config.mk WORK_HOME=/design/flow/orfs finish
```
==> results_slide.txt <==
Key Metrics from the Run

Run status
  • Run status: finished, violations left
  • Failing checks: setup timing

Setup path
  • Critical path required time: 0.80 ns
  • Critical-path maximum fanout: 6
  • Most frequent CP cell: buf_12
  • Slowest stage delay, CP: between 0.2 and 0.3 ns
  • Worst path arrival time: 0.98 ns
  • WS Path Type: in2out
  • Crit path cell chain: buf_12 > buf_12 > buf_12 > mux2_4 > buf_6
  • Worst setup startpoint: Mem_To_Reg
  • Crit path max-delay cell type: mux2_4
  • Critical Path End: Write_Data[0]
  • Type of origin of the critical path: input port
  • Crit end category: output port

Floorplanning
  • Top Ports: 97
  • Site Rows: 21
  • Die extent in x: 80 um
  • Die Ht: 80 um
  • FP Core Util: 15.93%
  • Die area: 0.006400 mm^2
  • Core Footprint: 0.003416 mm^2

Global route
  • Largest net degree at the start of global routing: 10
  • Met3 Track Usage GR: 3.636%
  • Grt total ovfl: 0
  • Initial antenna violation count: 0
  • M1 GR Usage: about a tenth
  • GRT Overall Usage: 7.897%
  • Vias in the first global route: 735
  • GR peak layer: met2
  • First-pass GRT wire length: 4160 um
  • Met2 usage in global routing: between 10% and 20%

Detailed routing
  • # DRC: 0
  • Vias: 693
  • Starting DRT DRC Count: 3
  • Routed Antenna Nets: 0
  • Antenna diode count: 0
  • Vias per inst: approximately 3.8
  • First-pass DRT Iterations: 2
  • Total Wirelength: 2731 um
  • DR WL/cell: 15.09 um

Final layout
  • Share of cells above drive strength 1: 52.59%
  • Core Util, Final: 45.31%
  • Combinational gate area: 480.5 um^2
  • Fillcell total: ~340
  • Final Non-Filler Cells: about 180
  • Flip-flops: 0
  • Clock buffer cells: 0
  • Area growth syn-to-layout: 184.4%
  • Seq. cell area: 0 um^2

Final timing
  • Final Critical Period: 1.183 ns
  • Max frequency: 845.5 MHz
  • Slew margin rel.: 94.86%
  • Final period util: 118.3%
  • RSZ-0062 raised after global routing: yes
  • Slew Limit Fails: 0
  • Final setup margin: -0.1827 ns
  • Final hold vios: 0
  • Final setup fails: 32
  • Slew @ Worst Pin: 0.07711 ns

Synthesis
  • Seq/Total Area, Yosys: 0%
  • Mapped Cells: 36
  • # Cells Yosys: 36
  • Distinct lib cells: 4
  • Yosys warnings: 3
  • Post-Syn Area: 544.3 um^2
  • Yosys synthesis chip area: about 540 um^2
  • Avg Cell Area, Syn: 15.12 um^2

Placement
  • Detail Placement HPWL: 2393 um
  • Routability cong.: 0.7807
  • I/O Buffers: 97
  • Post-placement cell count: between 150 and 200
  • Dpl ws: -0.4948 ns

Pwr
  • Max IR drop VDD: 0.0001724 V
  • Power per cell area: 388.2 mW/mm^2
  • Pwr Total: 0.6008 mW
  • Leakage: between 0.8 and 0.9 nW

Job
  • Max_cap viols: 0
  • Tool warnings: 34

Worst hold path
  • Worst hold-check path type: in2out

Clock network
  • Hold-fix buffers, CTS: 0
==> per-stage QoR <==
stage,setup TNS (ns),hold WS (ns),cell area (um^2)
final,-2.614,0.6965,1548
after global routing,-3.146,0.7170,1548
after CTS,-2.959,0.7968,1506
after detailed placement,-15.39,1.336,1536
after global placement,-15.28,1.340,1536
after floorplan,0,0.4977,544.3
==> how the worst min path moves through the flow <==
stage / to / start / depth (start not counted)
CTS: Write_Data[20] / Read_Data[20] / 3
global route: Write_Data[1] / Read_Data[1] / 3
finish: Write_Data[1] / Alu_Result[1] / 3
==> placed cells by master, fill, tap and decap left out <==
cell type / count
dlygate4sd2_1: 55
mux2_4: 32
buf_6: 18
buf_2: 14
clkdlybuf4s50_1: 5
buf_12: 5
dlymetal6s2s_1: 4
buf_16: 2
==> logic make-up after synthesis <==
logic type             after synthesis  share of synthesized area [%]
multiplexers                        32                          86.90
buffers and inverters                4                          13.10
==> routing by layer <==
metal	vias to the layer above	share of wire, %	routed length (um)
met3	0	14	369
met5	-	0	0
met4	0	0	0
li1	338	-	-
met2	51	49	1343
met1	304	37	1018
==> critical path, delay by kind of cell <==
| family | cells | cell delay, ns |
|---|---|---|
| buffers and inverters | 4 | 0.49 |
| muxes | 1 | 0.29 |
==> report_power, final <==
group	leakage, nW	switching, mW	internal, mW
Clock	0	0	0
Sequential	0	0	0
Combinational	0.860	0.131	0.470
==> cell type report <==
class / instances / area share (%)
Timing Repair Buffer: 103 / 65.24
Multi-Input combinational cell: 32 / 31.04
Tap cell: 46 / 3.719
==> synth_stat cells, drive strengths merged <==
| master | instances | share of area, % |
|---|---|---|
| buf | 4 | 13 |
| mux2 | 32 | 87 |
==> what timing repair did <==
action,4_1_cts,5_1_grt
cloned,2,0
resized,172,9
buffers inserted,2,0
endpoints found under the hold margin,0,0
endpoints found under the setup margin,32,32
No activity file was given, so power comes from the tool's default toggle rates.
