==> design/flow/design.v <==
module LCD_Controller (	 
						iDATA,iRS,
						iStart,oDone,
						iCLK,iRST_N,
						LCD_DATA,
						LCD_RW,
						LCD_EN,
						LCD_RS	);
parameter	CLK_Divide	=	16;
input	[7:0]	iDATA;
input	iRS,iStart;
input	iCLK,iRST_N;
output	reg		oDone;
output	[7:0]	LCD_DATA;
output	reg		LCD_EN;
output			LCD_RW;
output			LCD_RS;
reg		[4:0]	Cont;
reg		[1:0]	ST;
reg		preStart,mStart;
assign	LCD_DATA	=	iDATA; 
assign	LCD_RW		=	1'b0;
assign	LCD_RS		=	iRS;
always@(posedge iCLK or negedge iRST_N)
begin
	if(!iRST_N)
	begin
		oDone	<=	1'b0;
		LCD_EN	<=	1'b0;
		preStart<=	1'b0;
		mStart	<=	1'b0;
		Cont	<=	0;
		ST		<=	0;
	end
	else
	begin
		preStart<=	iStart;
		if({preStart,iStart}==2'b01)
		begin
			mStart	<=	1'b1;
			oDone	<=	1'b0;
		end
		if(mStart)
		begin
			case(ST)
			0:	ST	<=	1;	 
			1:	begin
					LCD_EN	<=	1'b1;
					ST		<=	2;
				end
			2:	begin					
					if(Cont<CLK_Divide)
					Cont	<=	Cont+1'b1;
					else
					ST		<=	3;
				end
			3:	begin
					LCD_EN	<=	1'b0;
					mStart	<=	1'b0;
					oDone	<=	1'b1;
					Cont	<=	0;
					ST		<=	0;
				end
			endcase
		end
	end
end
endmodule
module	LCD_Read_FSM (	
					iCLK,iRST_N,
					iADDR_COUNTER, iMEMORY_DATA,
					LCD_DATA,LCD_RW,LCD_EN,LCD_RS	);
input			iCLK,iRST_N;
input 	[24-1:0] iADDR_COUNTER;
input    [40-1:0] iMEMORY_DATA;
output	[7:0]	LCD_DATA;
output			LCD_RW,LCD_EN,LCD_RS;
reg	[5:0]	LUT_INDEX;
reg	[8:0]	LUT_DATA;
reg	[5:0]	mLCD_ST;
reg	[17:0]	mDLY;
reg			mLCD_Start;
reg	[7:0]	mLCD_DATA;
reg			mLCD_RS;
wire		mLCD_Done;
parameter   ADDR_DIGITS =   3;
parameter	LCD_INTIAL	=	0;
parameter	LCD_LINE1	=	5;
parameter	LCD_CH_LINE	=	LCD_LINE1+16;
parameter	LCD_LINE2	=	LCD_LINE1+16+1;
parameter	LUT_SIZE	=	LCD_LINE1+32+1;
always@(posedge iCLK or negedge iRST_N)
begin
	if(!iRST_N)
	begin
		LUT_INDEX	<=	0;
		mLCD_ST		<=	0;
		mDLY		<=	0;
		mLCD_Start	<=	0;
		mLCD_DATA	<=	0;
		mLCD_RS		<=	0;
	end
	else
	begin
		if(LUT_INDEX<LUT_SIZE)
		begin
			case(mLCD_ST)
			0:	begin
					mLCD_DATA	<=	LUT_DATA[7:0];
					mLCD_RS		<=	LUT_DATA[8];
					mLCD_Start	<=	1;
					mLCD_ST		<=	1;
				end
			1:	begin
					if(mLCD_Done)
					begin
						mLCD_Start	<=	0;
						mLCD_ST		<=	2;					
					end
				end
			2:	begin
					if(mDLY<18'h3FFFE)
					mDLY	<=	mDLY+1'b1;
					else
					begin
						mDLY	<=	0;
						mLCD_ST	<=	3;
					end
				end
			3:	begin
					LUT_INDEX	<=	LUT_INDEX+1'b1;
					mLCD_ST	<=	0;
				end
			endcase
		end
	end
end
always
begin
	case(LUT_INDEX)
	LCD_INTIAL+0:	LUT_DATA	<=	9'h038;
	LCD_INTIAL+1:	LUT_DATA	<=	9'h00C;
	LCD_INTIAL+2:	LUT_DATA	<=	9'h001;
	LCD_INTIAL+3:	LUT_DATA	<=	9'h006;
	LCD_INTIAL+4:	LUT_DATA	<=	9'h080;
	LCD_LINE1+0:	LUT_DATA	<=	9'h144;	 
	LCD_LINE1+1:	LUT_DATA	<=	9'h141;
	LCD_LINE1+2:	LUT_DATA	<=	9'h154;
	LCD_LINE1+3:	LUT_DATA	<=	9'h141;
	LCD_LINE1+4:	LUT_DATA	<=	9'h120;
	LCD_LINE1+5:	LUT_DATA	<=	9'h14D;
	LCD_LINE1+6:	LUT_DATA	<=	9'h145;
	LCD_LINE1+7:	LUT_DATA	<=	9'h14D;
	LCD_LINE1+8:	LUT_DATA	<=	9'h14F;
	LCD_LINE1+9:	LUT_DATA	<=	9'h152;
	LCD_LINE1+10:	LUT_DATA	<=	9'h159;
	LCD_LINE1+11:	LUT_DATA	<=	9'h120;
	LCD_LINE1+12:	LUT_DATA	<=	9'h152;
	LCD_LINE1+13:	LUT_DATA	<=	9'h145;
	LCD_LINE1+14:	LUT_DATA	<=	9'h141;
	LCD_LINE1+15:	LUT_DATA	<=	9'h144;
	LCD_CH_LINE:	LUT_DATA	<=	9'h0C0;
	LCD_LINE2+0:	LUT_DATA	<=	9'h141;	 
	LCD_LINE2+1:	LUT_DATA	<=	9'h144;
	LCD_LINE2+2:	LUT_DATA	<=	9'h144;
	LCD_LINE2+3:	LUT_DATA	<=	9'h152;
	LCD_LINE2+4:	LUT_DATA	<=	9'h120;
	LCD_LINE2+5:	LUT_DATA	<=	9'h128;
	LCD_LINE2+6:	LUT_DATA	<=	{1'b1,iADDR_COUNTER[15:8]}; 
	LCD_LINE2+7:	LUT_DATA	<=	{1'b1,iADDR_COUNTER[7:0]}; 
	LCD_LINE2+8:	LUT_DATA	<=	9'h129;
	LCD_LINE2+9:	LUT_DATA	<=	9'h13A;
	LCD_LINE2+10:	LUT_DATA	<=	9'h120;
	LCD_LINE2+11:	LUT_DATA	<=	{1'b1,iMEMORY_DATA[39:32]}; 
	LCD_LINE2+12:	LUT_DATA	<=	{1'b1,iMEMORY_DATA[31:24]}; 
	LCD_LINE2+13:	LUT_DATA	<=	{1'b1,iMEMORY_DATA[23:16]}; 
	LCD_LINE2+14:	LUT_DATA	<=	{1'b1,iMEMORY_DATA[15:8]}; 
	LCD_LINE2+15:	LUT_DATA	<=	{1'b1,iMEMORY_DATA[7:0]}; 
	default:		LUT_DATA	<=	9'h000;
	endcase
end
LCD_Controller 		u0	(	 
							.iDATA(mLCD_DATA),
							.iRS(mLCD_RS),
							.iStart(mLCD_Start),
							.oDone(mLCD_Done),
							.iCLK(iCLK),
							.iRST_N(iRST_N),
							.LCD_DATA(LCD_DATA),
							.LCD_RW(LCD_RW),
							.LCD_EN(LCD_EN),
							.LCD_RS(LCD_RS)	);
endmodule
==> design/flow/run.sh <==
#!/bin/bash
# OpenROAD 26Q1-2900-gdf79404cd8, Yosys 0.63+post, stock flow scripts
make -C /OpenROAD-flow-scripts/flow DESIGN_CONFIG=/design/flow/config.mk WORK_HOME=/design/flow/orfs finish
==> design/flow/config.mk <==
export PLATFORM = sky130hd
export DESIGN_NAME = LCD_Read_FSM
export DESIGN_NICKNAME = LCD_Read_FSM
export VERILOG_FILES = /design/flow/design.v
export SDC_FILE = /design/flow/constraint.sdc
export NUM_CORES = 4
export LEC_CHECK = 1
export CORE_UTILIZATION = 40
==> design/flow/constraint.sdc <==
current_design LCD_Read_FSM

set clk_period 4.4
set clk_io_pct 0.2

create_clock -name clk0 -period $clk_period [get_ports {iCLK}]

set non_clock_inputs [all_inputs -no_clocks]
set_input_delay [expr $clk_period * $clk_io_pct] -clock clk0 $non_clock_inputs
set_output_delay [expr $clk_period * $clk_io_pct] -clock clk0 [all_outputs]
==> flow_summary.json <==
{
  "outcome": "finished clean",
  "drt_pre_antenna_iters": 5,
  "yosysTopAreaCell": "dfrtp_1",
  "ys_warn_count": 2,
  "worstPathArrival_ns": 2.72,
  "clkSinkCount": 51,
  "ys_cells": 357,
  "critPathSlowestCell": "dfrtp_1",
  "critical_path.max_fanout": 27,
  "grt_overflow": 0,
  "drc": 0,
  "crit_chain": "a211o_1 > a21boi_4 > nor3b_2 > nand3_1 > o32a_1",
  "fmax_mhz": 395,
  "fp_util_pct": 41.7,
  "period_needed_ns": 2.53,
  "grt_pass1_vias": 2738,
  "routed_wl_um": 8470,
  "syn_inst": 357,
  "top_cells_by_area": "dfrtp_1 (38%), nand2_1 (4.5%), nand3_1 (3.7%)",
  "die_w_um": 92.0,
  "critPathLaunchType": "flip-flop",
  "max_slew.worst_pin.slew_ns": 0.850,
  "drv_cap": 0,
  "io_buffers": 67,
  "ff_type": "dfrtp_1",
  "ctsRootBufferMaster": "clkbuf_8",
  "drive_above_1_share_pct": 5.60,
  "core_area_sq_um": 7770,
  "grt_use_total_pct": 21.6,
  "dieArea_sq_um": 8470,
  "ios": 77,
  "viasPerCell": 5.62,
  "area_growth_pct": 24.5,
  "cts_buffer_depth": 2,
  "final.setup_skew_ns": 0.0128,
  "yosysChipArea_sq_um": 3240,
  "synth_area_sq_um": 3240,
  "drt_iter0_markers": 165,
  "fp-row-count": 32,
  "grt_antenna_before_repair": 0,
  "rsz0062_at_grt": "false",
  "gp_congestion": 0.848,
  "syn_avg_cell_area_sq_um": 9.08,
  "vias": 2884,
  "yosys.stat.seqShare_pct": 39.5,
  "post_cts_buffers": 0,
  "critPathKind": "flip-flop to flip-flop",
  "cts_resized": 0,
  "die_y_um": 92.0,
  "yosys.area.top_type_share_pct": 37.8,
  "ys_types": 60,
  "relSlewSlack_pct": 43.3,
  "clkLatencyLatePin_ns": 0.30,
  "cts_buffers": 5,
  "post-dp-hpwl_um": 6000,
  "insertedDiodeCount": 0,
  "postRouteAntennaNets": 0,
  "ys.flops": 51,
  "async_reset_ff_share_pct": 100,
  "tritoncts": "built",
  "finalClockPeriodUsage_pct": 57.5,
  "crit_path_max_incr_delay_ns": 0.69,
  "clk_pin_slew_worst_paths_ns": 0.09,
  "openroad.warnings": 38,
  "final_cell_mix": "clkdlybuf4s50_1 (66), dfrtp_1 (49), nand2_1 (39), nor2_1 (26), nand3_1 (24)",
  "power_density_nw_per_um2": 213,
  "p_total_uw": 857,
  "routedWlPerCell_um": 16.5,
  "ctsHoldBuffers": 0,
  "report.final.setup_viol": 0,
  "hold_class": "flip-flop to flip-flop",
  "final_cell_area_sq_um": 4030,
  "required_ns": 4.59,
  "htreeDepth": 2,
  "hold_violations": 0,
  "grt_pass1_wl_um": 14100,
  "leakagePower_nw": 1.67,
  "place_area_sq_um": 3920,
  "peakVddDrop_v": 0.000159,
  "layout_top_cell": "clkdlybuf4s50_1",
  "fin_tns_setup_ns": 0,
  "finalMaxSlewViolations": 0,
  "grt_max_degree": 52,
  "edf_count": 0,
  "crit_path_end_kind": "flip-flop"
}
-- cell usage after synthesis (3+ instances only) --
cell	count
nor3_1	6
xnor2_1	8
nand3_1	24
nor2b_1	6
a22o_1	7
nand3b_1	7
nand2b_1	6
a21oi_1	11
buf_2	9
nand4_1	7
and3_1	4
xor2_1	7
a31oi_1	6
and3b_1	3
inv_1	11
o211ai_1	3
nor2_1	26
a222oi_1	5
mux2i_1	4
and4_1	5
o22a_1	3
a22oi_1	15
o21ai_0	18
o32a_1	5
dfrtp_1	49
nand2_1	39
clkbuf_1	7
ha_1	8
mux2_2	4
buf_6	3
-- worst max-delay path, delay by kind of cell (launching register included) --
family,cells,cell delay [ns]
AOI/OAI and AO/OA,3,1.32
DFF,1,0.69
and+or+nand+nor,2,0.40
-- registers in the layout, indices dropped and copies added, names as in the netlist, named ones only --
name,cells
u0.preStart,1
LUT_INDEX,6
mLCD_DATA,8
mLCD_Start,1
mLCD_ST,3
u0.ST,2
mDLY,18
u0.oDone,1
u0.mStart,1
mLCD_RS,1
u0.LCD_EN,1
u0.Cont,5
-- area by class of cell --
class | count | area (sq um)
fillers | 722 | 3730
multi-input cells | 272 | 1790
flip-flops and latches | 51 | 1280
repair buffers | 69 | 681
well taps | 102 | 128
clock buffers | 5 | 68.8
clock inverters | 3 | 43.8
inverters | 11 | 41.3
-- metal layers --
layer  global-route usage (%)  part of all wire (%)
met2                     31.2                    43
met4                     1.43                  0.42
met5                        0                     0
met1                     37.4                    51
met3                     2.95                   6.1
-- cell families after synthesis --
family	Yosys count	share of synthesized area [%]
AND-OR/OR-AND	97	22.5
flip-flops	51	39.5
adder cells (fa/ha/maj)	8	3.09
XOR/XNOR	15	4.05
other	1	0.116
multiplexers	8	2.63
buffers and inverters	34	5.21
AND/OR/NAND/NOR	143	22.9
-- where the power goes --
group          switching [mW]  total (mW)  internal, mW
Clock                   0.159       0.328         0.170
Sequential                  0       0.468         0.468
Combinational          0.0167      0.0609        0.0442
-- path summary, 6_finish.rpt --
check                               end  slack (ns)         start  depth (start not counted)
setup reg to reg           mLCD_DATA[3]        1.87  LUT_INDEX[2]                          5
setup / recovery           mLCD_DATA[3]        1.87  LUT_INDEX[2]                          5
hold / removal              u0.preStart        0.44    mLCD_Start                          0
min in group asynchronous  mLCD_DATA[3]        0.68        iRST_N                          2
hold reg to reg             u0.preStart        0.44    mLCD_Start                          0
max in group asynchronous  mLCD_DATA[5]        3.27        iRST_N                          2
-- per-stage QoR --
| stage | setup slack [ns] | instances | utilization (%) | hold slack, ns |
|---|---|---|---|---|
| 2_1_floorplan | 2.43 | 357 | - | 0.395 |
| 3_3_place_gp | 1.87 | 505 | 50.5 | 0.415 |
| 3_5_place_dp | 1.87 | 505 | 50.5 | 0.415 |
| 4_1_cts | 1.85 | 513 | 51.9 | 0.436 |
| 5_1_grt | 1.66 | 513 | 51.9 | 0.458 |
| 6_report | 1.87 | 513 | 51.9 | 0.439 |
Power and IR drop assume default switching activity.
